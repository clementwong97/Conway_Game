### ./constraint.sdc
current_design main

set clk_period 7.3
set clk_io_pct 0.2

create_clock -name clk0 -period $clk_period [get_ports {sysclk}]

set non_clock_inputs [all_inputs -no_clocks]
set_input_delay [expr $clk_period * $clk_io_pct] -clock clk0 $non_clock_inputs
set_output_delay [expr $clk_period * $clk_io_pct] -clock clk0 [all_outputs]
### ./design.v
module life_cell(neighbours, clk, rst, initial_state, state);
	input [7:0] neighbours;
	input clk;
	input rst;
	input initial_state;
	output reg state;
	wire [3:0] population;
	wire next_state;
	assign population = 	neighbours[7] + 
                        neighbours[6] +
                        neighbours[5] +
                        neighbours[4] +
                        neighbours[3] +
                        neighbours[2] +
                        neighbours[1] +
                        neighbours[0];
    assign next_state = (population == 2 & state) | population == 3;
	 always @(posedge clk or negedge rst) begin
        if (!rst) begin
            state = initial_state;
        end else begin
            state = next_state;
        end
    end
endmodule 
module main (reset_key, sysclk, column_driver, row_sink);
	input reset_key;
	input sysclk;
	output logic [7:0] column_driver, row_sink;
	parameter X = 7, Y = 7;
	wire [0:X][0:Y] cells;
	wire [0:X][0:Y] cells_reset_state;
	logic [0:X][0:Y] grid = {	8'b00011000,
										8'b00111100,
										8'b01011010,
										8'b10011001,
										8'b00011000,
										8'b00011000,
										8'b00011000,
										8'b00011000};
	logic [2:0] count = 3'd0;
	assign cells_reset_state = grid;
		int clkdiv = 50000000/1000000/2;
		int sysclk_count=0;
		logic clk_1MHz = 0;
		always @ (posedge sysclk)
		begin
			if (sysclk_count == clkdiv) begin
				clk_1MHz = ~clk_1MHz;
				sysclk_count = 0;
			end
			else
				sysclk_count = sysclk_count + 1;
			end
		always @(posedge clk_1MHz)
			count <= count + 3'b001;
	genvar i, j;
	generate
		for (i = 0; i < 8; i++) begin : X_AXIS
				for (j = 0; j < 8; j++) begin : Y_AXIS
					wire [7:0] neighbours;
					if ((i == 0) && (j == 0)) begin
						assign neighbours[0] = grid [i][j + 1];
						assign neighbours[1] = grid [i + 1][j];
						assign neighbours[2] = grid [i + 1][j + 1];
						assign neighbours[3] = 0;
						assign neighbours[4] = 0;
						assign neighbours[5] = 0;
						assign neighbours[6] = 0;
						assign neighbours[7] = 0;
						end
					else if ((i == 0) && (j == 7)) begin
						assign neighbours[0] = grid [i][j - 1];
						assign neighbours[1] = grid [i + 1][j];
						assign neighbours[2] = grid [i + 1][j - 1];
						assign neighbours[3] = 0;
						assign neighbours[4] = 0;
						assign neighbours[5] = 0;
						assign neighbours[6] = 0;
						assign neighbours[7] = 0;
						end
					else if ((i == 7) && (j == 0)) begin
						assign neighbours[0] = grid [i][j + 1];
						assign neighbours[1] = grid [i - 1][j];
						assign neighbours[2] = grid [i - 1][j + 1];
						assign neighbours[3] = 0;
						assign neighbours[4] = 0;
						assign neighbours[5] = 0;
						assign neighbours[6] = 0;
						assign neighbours[7] = 0;
						end
					else if ((i == 7) && (j == 7)) begin
						assign neighbours[0] = grid [i][j - 1];
						assign neighbours[1] = grid [i - 1][j];
						assign neighbours[2] = grid [i - 1][j - 1];
						assign neighbours[3] = 0;
						assign neighbours[4] = 0;
						assign neighbours[5] = 0;
						assign neighbours[6] = 0;
						assign neighbours[7] = 0;
						end
					else if (i == 0) begin
						assign neighbours[0] = grid [i][j - 1];
						assign neighbours[1] = grid [i][j + 1];
						assign neighbours[2] = grid [i + 1][j - 1];
						assign neighbours[3] = grid [i + 1][j];
						assign neighbours[4] = grid [i + 1][j + 1];
						assign neighbours[5] = 0;
						assign neighbours[6] = 0;
						assign neighbours[7] = 0;
						end
					else if (i == 7) begin
						assign neighbours[0] = grid [i][j - 1];
						assign neighbours[1] = grid [i][j + 1];
						assign neighbours[2] = grid [i - 1][j - 1];
						assign neighbours[3] = grid [i - 1][j];
						assign neighbours[4] = grid [i - 1][j + 1];
						assign neighbours[5] = 0;
						assign neighbours[6] = 0;
						assign neighbours[7] = 0;
						end
					else if (j == 0) begin
						assign neighbours[0] = grid [i - 1][j];
						assign neighbours[1] = grid [i + 1][j];
						assign neighbours[2] = grid [i - 1][j + 1];
						assign neighbours[3] = grid [i][j + 1];
						assign neighbours[4] = grid [i + 1][j + 1];
						assign neighbours[5] = 0;
						assign neighbours[6] = 0;
						assign neighbours[7] = 0;
						end
					else if (j == 7) begin
						assign neighbours[0] = grid [i - 1][j];
						assign neighbours[1] = grid [i + 1][j];
						assign neighbours[2] = grid [i - 1][j - 1];
						assign neighbours[3] = grid [i][j - 1];
						assign neighbours[4] = grid [i + 1][j - 1];
						assign neighbours[5] = 0;
						assign neighbours[6] = 0;
						assign neighbours[7] = 0;
						end
					else begin
						assign neighbours[0] = grid [i][j + 1];
						assign neighbours[1] = grid [i][j - 1];
						assign neighbours[2] = grid [i - 1][j - 1];
						assign neighbours[3] = grid [i - 1][j];
						assign neighbours[4] = grid [i - 1][j + 1];
						assign neighbours[5] = grid [i + 1][j - 1];
						assign neighbours[6] = grid [i + 1][j];
						assign neighbours[7] = grid [i + 1][j + 1];
						end
					life_cell lc(neighbours, clk_1Mhz, reset_key, cells_reset_state[i][j], cells[i][j]);
				end
			end
		endgenerate 
		always @(*)
			case (count)
			3'b000: row_sink = 8'b11111110;
			3'b001: row_sink = 8'b11111101;
			3'b010: row_sink = 8'b11111011;
			3'b011: row_sink = 8'b11110111;
			3'b100: row_sink = 8'b11101111;
			3'b101: row_sink = 8'b11011111;
			3'b110: row_sink = 8'b10111111;
			3'b111: row_sink = 8'b01111111;
		endcase
		assign column_driver = cells[count];
		endmodule
### ./run.sh
#!/bin/bash
# OpenROAD 26Q1-2900-gdf79404cd8, Yosys 0.63+post, stock flow scripts
make -C /OpenROAD-flow-scripts/flow DESIGN_CONFIG=/design/flow/config.mk WORK_HOME=/design/flow/orfs finish
### ./config.mk
export PLATFORM = sky130hd
export DESIGN_NAME = main
export DESIGN_NICKNAME = main
export VERILOG_FILES = /design/flow/design.v
export SDC_FILE = /design/flow/constraint.sdc
export NUM_CORES = 4
export LEC_CHECK = 1
export CORE_UTILIZATION = 30
==> CHANGELOG.md <==
### Implementation results

* Result of the run: finished clean
* Number of search-and-repair iterations in the first detailed-routing pass at 3
* MaxCap Viol Count at 0
* Number of buffers added for setup after CTS at 0
* Via count of the first global-routing pass at 970
* Count of endpoints without a timing constraint at 17
* Count of pins over their slew limit at 0
* Simple-gate area share of the yosys netlist at 26.9%
* Final instance area at 0.00190 mm^2
* CTS H-Tree Depth at 2
* Effective utilization at floorplan at 31.3%
* Std-Cell Core Area at 0.00514 mm^2
* Count of nets left with antenna violations after detail routing at 0
* Number of I/O port buffers at 14
* Clock slew at the register clock pins of the worst setup and hold paths at 70 ps
* MUX area fraction at 0%
* Registers, synthesis at 36
* First-pass GRT wire length at 4.39 mm
* Diodes inserted at 0
* Fraction of synthesized cell area taken by the top area cell type at 43.5%
* Period utilisation layout at 26.6%
* Fin. Hold Viols at 0
* Post-synthesis instance total at 164
* Destination of the worst register-to-register timing path: sysclk_count[28]$_SDFF_PN0_
* Die Size at 0.00566 mm^2
* Number of warning messages in the logs at 31
* Worst-case vdd ir drop at 79.6 uV
* Launch point of the worst reg-to-reg path: sysclk_count[0]$_SDFF_PN0_
* CP Data Required Time at 7470 ps
* YS chip area at 0.00161 mm^2
* Count of instances resized after the clock tree is built at 0
* Count of yosys warnings during synthesis at 131
* Number of rows created at floorplan at 26
* Die height at 75.2 um
* Clock buffer count from CTS at 5
* Remaining design rule violation count at 0
* Post-Synth AOI/OAI Area at 0%
* Maximum number of pins on one net before global-route repair at 11
* CP max stage delay at 610 ps
* Cell Pwr Density at 172 mW/mm^2
* Static leakage at 0.684 nW
* Xor+xnor area frac at 16.3%
* Critical path peak fanout at 9
* Worst-case headroom to the max-slew limit at 61.3%
* Deepest clock path buffer count at 2
* Final setup violation count at 0
* DRT iter0 DRCs at 43
* Share of cells above drive strength 1 at 7.73%
* Top cells by area: dfxtp_1, xnor2_1, ha_1, nand2_1, xor2_1
* Endpoint of the worst hold-timing path: sysclk_count[31]$_SDFF_PN0_
* Type of element capturing the critical path: flip-flop
* Worst-path cell chain: ha_1 -> nand4_1 -> nor4_4 -> nand4_1 -> xnor2_1
* DP Area at 0.00180 mm^2
* Crit path DAT at 2110 ps
* Post-layout power at 328 uW
* Via/cell ratio at 4.51
* Slowest cell on the critical path: nor4_4
* Clk latency late pin at 280 ps
* Remaining Overflow, GRT at 0
* Antenna violations before repair at 0
* Tally of unique sky130hd cells used after synthesis at 25
* RSZ-0062 raised after global routing: no
* CTS Root Cell: clkbuf_8
* Setup slack on the worst flop-to-flop path at 5360 ps
* Slew at the pin closest to its max-slew limit at 577 ps
* Largest family of logic cells by area: simple AND/OR/NAND/NOR gates
* Clock skew at 4.29 ps
* Hold path startpoint: sysclk_count[31]$_SDFF_PN0_
* Die width at 75.2 um
* Post-route setup TNS at 0 ps
* Cell area after synthesis at 0.00161 mm^2
* Post-layout minimum cycle time at 1940 ps
* Register pins left without a clock at 3
* Clock tree from TritonCTS: yes
* Post-cts hold-fix buffer tally at 0
* Cell count listed in synth_stat.txt at 164
* Worst R2R Path Depth at 5
* Register share after synthesis at 45.4%
* Worst hold path class: reg2reg
* I/O pins at 18
* CP Launch Type: flip-flop
* Area Overhead vs Synth at 18.1%
* Wire length reported by the detailed router at 2.61 mm
* Max Fclk at 0.516 GHz
* Drt wl/cell at 10.4 um
* Yosys top cell by area: dfxtp_1
* Via count at 1,131
* Routability Congestion at 0.833
* Area share of fa/ha/maj cells after synthesis at 6.22%
* Avg Synthesized Cell Area at 9.81 um^2
* Hold Path Stages at 1
* Most frequent CP cell: nand4_1
* DP Wirelength at 1.90 mm
* Aggregate global-route resource usage at 10.1%
* Critical path start-end classification: reg2reg
## power by group
group          leakage, nW  switching [mW]  total [mW]  internal (mW)
clock network       0.0542          0.0616       0.147         0.0851
logic                0.337       0.0000144   0.0000147              0
registers            0.293               0       0.181          0.181
## worst max-delay path: cells and delay by family (launching register included)
family,cells,cell delay [ps]
flops,1,380
simple gates,3,1030
fa+ha+maj,1,260
xor+xnor,1,160
## cells in the mapped netlist, drive strengths merged
cell type   n
nor4        7
nand2      19
and4        4
and3        4
inv        10
ha          8
dfxtp      35
clkbuf      1
xor2        7
nor2        9
nor3        5
conb        1
or3         1
or4         2
edfxtp      1
buf         5
nand4       9
xnor2      23
nand3      12
nor4b       1
## cells by family (layout without fill, tap and decap cells)
| logic type | count (synthesis) | in the layout |
|---|---|---|
| AND/OR/NAND/NOR | 73 | 73 |
| flip-flops | 36 | 36 |
| XOR/XNOR | 30 | 30 |
| buffers and inverters | 16 | 32 |
| adder cells (fa/ha/maj) | 8 | 8 |
| other | 1 | 2 |
## registers in the layout, summed over array words and instances (netlist names)
name          count
sysclk_count     32
clk_1MHz          1
count             3
## cells in the final DEF (no fill, tap or decap), types with 5 or more instances in the layout
cell type and count:
dfxtp_1 35, nand2_1 19, nor4_1 5, nand4_1 8, nand3_1 12, inv_1 10
clkbuf_8 7, ha_1 8, nor2_1 9, xor2_1 7, clkdlybuf4s50_1 14, xnor2_1 23
## worst max path at each step
stage,start,endpoint,slack [ps],cells past startpoint
after global routing,sysclk_count[0]$_SDFF_PN0_,sysclk_count[28]$_SDFF_PN0_,5200,5
final,sysclk_count[0]$_SDFF_PN0_,sysclk_count[28]$_SDFF_PN0_,5360,5
after CTS,sysclk_count[0]$_SDFF_PN0_,sysclk_count[28]$_SDFF_PN0_,5360,5
## per-layer routing
metal	GRT usage (%)	up-vias	share of wire, %
met5	0	-	0
met4	1.65	0	1.8
met3	1.90	5	3.6
li1	-	586	-
met2	15.8	21	41
met1	15.3	519	54
## metrics by stage
| stage | hold WS, ps | std cells | setup WS [ps] | util (%) |
|---|---|---|---|---|
| global route | 500 | 251 | 5200 | 37.0 |
| detailed placement | 452 | 243 | 5380 | 35.0 |
| finish | 458 | 251 | 5360 | 37.0 |
| CTS | 463 | 251 | 5360 | 37.0 |
| global placement | 450 | 243 | 5330 | 35.0 |
| floorplan | 433 | 165 | 5500 | - |
## layout make-up
type | count | area, um^2
clock inverters | 1 | 5.00
multi-input cells | 113 | 803
flip-flops and latches | 36 | 731
repair buffers | 14 | 140
fillers | 535 | 3240
inverters | 10 | 37.5
well taps | 70 | 87.6
clock buffers | 7 | 96.3
Power figures rest on the tool's default switching activity, not on a simulated workload.
