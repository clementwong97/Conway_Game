==> /design/flow/design.v <==
module LEDdisplayTest(sysclk, column_driver, row_sink);
	input logic sysclk;
	output logic [7:0] column_driver, row_sink;
	logic [0:7][0:7] ROM1 = {	8'b00011000,
										8'b00111100,
										8'b01011010,
										8'b10011001,
										8'b00011000,
										8'b00011000,
										8'b00011000,
										8'b00011000};
	logic [2:0] count = 3'd0;
		int clkdiv = 50000000/1000000/2;
		int sysclk_count=0;
		logic clk_1MHz = 0;
		always @ (posedge sysclk)
		begin
			if (sysclk_count == clkdiv) begin
				clk_1MHz = ~clk_1MHz;
				sysclk_count = 0;
			end
			else
				sysclk_count = sysclk_count + 1;
			end
		always @(posedge clk_1MHz)
			count <= count + 3'b001;
		always @(*)
			case (count)
			3'b000: row_sink = 8'b11111110;
			3'b001: row_sink = 8'b11111101;
			3'b010: row_sink = 8'b11111011;
			3'b011: row_sink = 8'b11110111;
			3'b100: row_sink = 8'b11101111;
			3'b101: row_sink = 8'b11011111;
			3'b110: row_sink = 8'b10111111;
			3'b111: row_sink = 8'b01111111;
		endcase
		assign column_driver = ROM1[count];
		endmodule
==> /design/flow/run.sh <==
#!/bin/bash
# OpenROAD 26Q1-2900-gdf79404cd8, Yosys 0.63+post, stock flow scripts
make -C /OpenROAD-flow-scripts/flow DESIGN_CONFIG=/design/flow/config.mk WORK_HOME=/design/flow/orfs finish
==> /design/flow/config.mk <==
export PLATFORM = sky130hd
export DESIGN_NAME = LEDdisplayTest
export DESIGN_NICKNAME = LEDdisplayTest
export VERILOG_FILES = /design/flow/design.v
export SDC_FILE = /design/flow/constraint.sdc
export NUM_CORES = 4
export LEC_CHECK = 1
export CORE_UTILIZATION = 30
==> /design/flow/constraint.sdc <==
current_design LEDdisplayTest

set clk_period 5.5
set clk_io_pct 0.2

create_clock -name clk0 -period $clk_period [get_ports {sysclk}]

set non_clock_inputs [all_inputs -no_clocks]
set_input_delay [expr $clk_period * $clk_io_pct] -clock clk0 $non_clock_inputs
set_output_delay [expr $clk_period * $clk_io_pct] -clock clk0 [all_outputs]
==> results.txt <==
yosys + openroad results -> mapped cell area 1590 µm², yosys synthesis chip area 1590 µm², register area share after synthesis 46.0%, reg2reg setup slack 3.62 ns, status finished, final reports clean, worst flop-to-flop path startpoint sysclk_count[22], setup TNS 0 ns, post-route DRC violation count 0, CP delay by family, top simple AND/OR/NAND/NOR gates, Min-Delay Startpoint sysclk_count[0], CTS resizes 0, Die ar. 5590 µm², WL final 2.43 mm, H-tree depth 2, Buf/Inv on CP 0, clock tree buffer depth 2, max-cap check violation count 0, Pint 0.353 mW, worst-skew pair later-pin latency 0.28 ns, HPWL after DPL 1.79 mm, die span in x 74.8 µm, Switching Share 19.2%, fin. max-slew vios 0, CP Class reg -> reg, crit path DAT 1.84 ns, stages on the worst setup path 3, clock share of power 45.1%, Worst setup EP type register, critical path required time 5.47 ns, core area 5110 µm², cts hold-fix bufs 0, Port Buf Inserts 14, sw power 0.0840 mW, endpoints left unconstrained 17, FF-to-FF path depth 3, worst slew pin tran 0.780 ns, CP endpoint clk_1MHz, share of the synthesized area in the top cell type 44.1%, power density over the cells 232 nW/µm², largest net degree at the start of global routing 11, total tool warning count 30, CTS tree yes, Unique cell types 23, CTS buffer count 5, Placer Congestion 0.756, Total Power 0.437 mW, final hold violations 0, IO Pins 17, leakage power 0.690 nW, final setup vio count 0, Reg power frac 54.9%, floorplan utilization 31.1%, Antenna diodes 0, Post-Syn Instances 162, fraction of layout cells with a size suffix above 1 7.22%, ys cells 162, clk_skew 0.00562 ns, GRT Util Overall 10.2%, dominant cell type by area after synthesis dfxtp_1, peak supply drop 0.143 mV, biggest area cells dfxtp_1 44%, xnor2_1 11%, ha_1 6.3%, Max Clk Rate 0.532 GHz, Hold Crit Class reg -> reg, combinational power share 0%, first-pass GRT wire length 4.37 mm, min Tclk post-route 1.88 ns, Setup Fix Bufs, Post-CTS 0, Reg2Reg Capture Point clk_1MHz, worst setup path start sysclk_count[22], Worst slew margin 47.6%, worst-path fanout max 6, Critical Path Start Type register, Root Buffer clkbuf_8, area grow syn2layout 18.6%, DRT antenna net count 0, number of synthesis warnings 1, Synth flops 36, vias in the first global route 988, Syn Area/Cell 9.80 µm², remaining global-route overflow 0, Pre-antenna DRT Iters 3, DRT iter0 DRCs 16, register pins left without a clock 3, worst-path cell chain or4_1 > or4_4 > nor3_4, Die Ht 74.8 µm, Avg Vias per Cell 4.36, period utilization 34.2%, initial antenna violation count 0, via count 1,090, mean routed wirelength per cell 9.71 µm, CTS clk-pin slew, worst paths 0.07 ns, Cell Rows 26, CP max stage delay 0.52 ns, slowest CP cell or4_1, RSZ-0062 raised after global routing no
[registers in the layout, indices dropped and copies added, names as in the netlist]
register	count
count	3
clk_1MHz	1
sysclk_count	32
[cells in the mapped netlist]
master / number
xor2_1: 10
nor4b_1: 1
buf_4: 5
and3_1: 2
xnor2_1: 20
dfxtp_1: 35
nor2b_1: 1
conb_1: 1
nor2_1: 12
nor4_1: 5
nor3_4: 1
inv_1: 9
nor3_1: 3
edfxtp_1: 1
nor4_4: 2
nand4_1: 10
ha_1: 8
and4_1: 3
or4_1: 1
or2_2: 1
nand2_1: 18
or4_4: 1
nand3_1: 12
[worst min-delay path by stage]
stage,to,slack [ns],cells past startpoint
4_1_cts,sysclk_count[0],0.48,1
5_1_grt,sysclk_count[14],0.51,1
6_report,sysclk_count[0],0.48,1
[worst reg2reg max path, cell delays in order, from the launching register on]
cell and delay, ns:
dfxtp_1 0.34, or4_1 0.52, or4_4 0.44, nor3_4 0.27
[power groups by stage]
stage | Clock [mW] | Sequential (mW) | Combinational, mW
4_1_cts | 0.204 | 0.240 | 0.0000426
6_report | 0.197 | 0.240 | 0.0000261
5_1_grt | 0.216 | 0.240 | 0.0000856
[cells by family after synthesis]
kind of cell | after synthesis | synth area share [%]
fa+ha+maj | 8 | 6.30
other cells | 1 | 0.236
flops | 36 | 46.0
xor+xnor | 30 | 16.5
buf+inv | 14 | 4.49
simple gates | 73 | 26.4
[cells in the final DEF (no fill, tap or decap), types with 2 or more instances in the layout]
cell	n
xnor2_1	20
clkdlybuf4s50_1	14
conb_1	2
nor2_1	12
and4_1	3
nand2_1	18
nor4_1	5
nor4_4	2
nand4_1	10
ha_1	8
dfxtp_1	35
nor3_1	3
xor2_1	10
inv_1	9
clkbuf_8	7
and3_1	2
nand3_1	12
[area by class of cell]
cell class	count	area [µm²]
fill	529	3220
multi-input combinational	113	790
sequential	36	731
timing repair buffer	14	140
clock buffer	7	96.3
tap	70	87.6
inverter	9	33.8
clock inverter	1	5.00
[stage by stage]
step                      util (%)  cell area [µm²]  hold slack (ns)  cells  setup slack (ns)
final                         36.9             1880            0.477    250              3.62
after global routing          36.9             1880            0.507    250              3.50
after CTS                     36.9             1880            0.484    250              3.61
after detailed placement      34.9             1780            0.470    242              3.62
after global placement        34.9             1780            0.461    242              3.64
after floorplan                  -             1590            0.433    163              3.69
[layer usage]
layer	share of wire (%)	routed length [µm]	GRT usage, %
met1	51	1240	15.2
met2	44	1060	15.7
met3	4.3	105	2.71
met4	0.78	19	1.26
met5	0	0	0
Power and IR drop assume default switching activity.
